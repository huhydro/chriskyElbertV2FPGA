### flow/run.sh
#!/bin/bash
# OpenROAD 26Q1-2900-gdf79404cd8, Yosys 0.63+post, stock flow scripts
make -C /OpenROAD-flow-scripts/flow DESIGN_CONFIG=/design/flow/config.mk WORK_HOME=/design/flow/orfs finish
### flow/config.mk
export PLATFORM = sky130hd
export DESIGN_NAME = counter
export DESIGN_NICKNAME = counter
export VERILOG_FILES = /design/flow/design.v
export SDC_FILE = /design/flow/constraint.sdc
export NUM_CORES = 4
export LEC_CHECK = 1
export CORE_AREA = 10 10 70 70
export DIE_AREA = 0 0 80 80
### flow/constraint.sdc
current_design counter

set clk_period 1.2
set clk_io_pct 0.2

create_clock -name clk0 -period $clk_period [get_ports {clk}]

set non_clock_inputs [all_inputs -no_clocks]
set_input_delay [expr $clk_period * $clk_io_pct] -clock clk0 $non_clock_inputs
set_output_delay [expr $clk_period * $clk_io_pct] -clock clk0 [all_outputs]
### flow/design.v
`timescale 1ns / 1ps
module counter(
	input reset_n,
   input inc,
   input clk,
   output [3:0] counter
    );
	 reg inc_n;
	 reg [3:0] counter_out;
	 assign counter = counter_out;
	 always@(posedge clk, negedge reset_n)
	 begin
		if(~reset_n)
			begin 
			inc_n<=1'b0;
			dec_n<=1'b0;
			counter_out<=4'b0;
			end
		else
			begin
   		inc_n <= inc;
			if(inc_n) 
				counter_out<=counter_out+1;
			end
	 end
endmodule
==> impl_report.txt <==
IMPLEMENTATION SUMMARY REPORT
----------------------------------------------------
[Status]
  Status ........................ finished, final reports clean

[Logic synthesis]
  Top cells by area in the synthesized netlist ........................ sky130_fd_sc_hd__dfrtp_1 (68%), sky130_fd_sc_hd__xnor2_1 (9.5%), sky130_fd_sc_hd__ha_1 (6.8%), sky130_fd_sc_hd__mux2_2 (6.1%), sky130_fd_sc_hd__xor2_1 (4.7%)
  Area reported by Yosys stat ........................ 185 um2
  Cells after Synth ........................ 12
  Post-synthesis average cell area ........................ 15.4 um2
  Post-synthesis sequential element count ........................ 5
  Number of synthesis warnings ........................ 3
  Count of cell types in the netlist ........................ 7
  Cell type with the largest total area ........................ sky130_fd_sc_hd__dfrtp_1
  Proportion of netlist area held by the largest area contributor ........................ 67.6%
  # Cells Yosys ........................ 12
  Netlist Area Pre-Place ........................ 185 um2
  Sequential-to-total area share from yosys stat ........................ 67.6%

[Final timing]
  Total negative slack ........................ 0 ns
  Transition time of the tightest slew-check pin ........................ 0.214 ns
  Worst-case headroom to the max-slew limit ........................ 85.7%
  Largest clock skew in the final design ........................ 0.00529 ns
  Fmax ........................ 0.897 GHz
  Tmin final ........................ 1.11 ns
  Number of slew-limit violations in the final report ........................ 0
  Period utilization ........................ 92.9%
  Number of endpoints with negative hold slack in the final report ........................ 0
  RSZ-0062 raised after global routing ........................ false
  Final setup viols ........................ 0

[Power and ir drop]
  Leak Pwr ........................ 0.155 nW
  Largest voltage drop on the vdd net ........................ 0.438 mV
  Pwr Density ........................ 2400 mW/mm2

[Worst hold path]
  Worst hold path type ........................ in2async

[Worst setup path]
  Startpoint kind of the worst setup timing path ........................ flop
  WP data required ........................ 0.96 ns
  Worst Path Max Fanout ........................ 2
  Critical Path, Cell by Cell ........................ dlygate4sd2_1
  Path type of the worst setup path ........................ reg2out
  Worst path arrival time ........................ 0.87 ns
  Cell type group with the largest total delay on the critical path ........................ flip-flops
  Worst Setup End Kind ........................ output port
  Maximum single-stage delay on the critical path ........................ 0.38 ns
  Buffers plus inverters on the worst setup path ........................ 1
  Worst-path cell with the longest stage delay ........................ sky130_fd_sc_hd__dfrtp_1

[Route]
  Total Routed Length ........................ 521 um
  Number of optimization iterations in the first detailed-route pass ........................ 2
  1st-iter DRT viols ........................ 1
  Residual antenna-violating net count after detailed routing ........................ 0
  Total DRC errors in the routed layout ........................ 0
  Wirelength per Cell ........................ 7.14 um
  Vias per cell ........................ 1.93
  # diodes ........................ 0
  Detailed-route via count ........................ 141

[Clock tree]
  Clock slew at the register clock pins of the worst setup and hold paths ........................ 0.05 ns
  Clock tree from TritonCTS ........................ done
  CTS sink count ........................ 5
  Total clock buffers created by CTS ........................ 3
  CTS Root Buffer Type ........................ sky130_fd_sc_hd__clkbuf_4
  H-tree lvl count ........................ 1
  Clock network latency to the later pin of the worst-skew pair ........................ 0.25 ns
  Hold-fix buffers at CTS ........................ 0
  Max clock buf depth ........................ 2

[Cells and area]
  Filler cell count in the final layout ........................ 396
  Layout cell share with drive strength beyond 1 ........................ 37.0%
  Final core occ ........................ 11.2%
  Final design area excluding fillers ........................ 382 um2
  Combined flip-flop and latch cell area ........................ 125 um2
  MI comb area ........................ 76.3 um2
  Final cell count without fillers ........................ 73
  Layout Area Growth over Synthesis ........................ 106%

[Die]
  Core outline area ........................ 0.00342 mm2
  Pre-Place Util ........................ 5.42%
  Die Footprint ........................ 0.00640 mm2
  Core Rows ........................ 21
  Chip width ........................ 80 um
  Number of I/O pins ........................ 7
  Chip height ........................ 80 um

[Job]
  Max Cap Violations ........................ 0
  Tool warnings ........................ 25

[GRT]
  Grt total ovfl ........................ 0
  Wire length of the first global-routing pass ........................ 759 um
  Initial antenna violation count ........................ 0
  Maximum number of pins on one net before global-route repair ........................ 6
  Total routing usage reported by global routing ........................ 1.74%
  Number of global-route vias before repair ........................ 179

[Place]
  Total placed cells including tap cells ........................ 64
  Cell area reported after detailed placement ........................ 303 um2
  Final weighted congestion of routability-driven global placement ........................ 0.694
  Count of buffers from port buffering ........................ 6

----------------------------------------------------
## routing by layer
layer | global-route usage [%] | up-vias | share of wire (%) | wire [um]
met5 | 0 | - | 0 | 0
met4 | 0.352 | 0 | 0 | 0
met3 | 3.07 | 0 | 24 | 125
met2 | 1.44 | 9 | 28 | 144
met1 | 1.88 | 62 | 48 | 250
li1 | - | 70 | - | -
## power by group
group | total (W) | internal, W | switching, W
registers | 0.000280 | 0.000243 | 0.0000369
clock network | 0.000201 | 0.000126 | 0.0000747
logic | 0.000435 | 0.000289 | 0.000146
total | 0.000916 | 0.000658 | 0.000258
## flip-flops by register name, indices dropped and copies added, names as in the netlist
signal,cells
inc_n,1
counter_out,4
## what timing repair did
item / CTS / global route
setup buffers: 4 / 1
gates cloned: 0 / 0
setup endpoints to repair: 4 / 1
gates resized: 4 / 3
endpoints found under the hold margin: 0 / 0
## stage by stage
step / hold WS (ns) / worst slack, ns / total power [W]
after floorplan: -0.0556 / 0.167 / 0.000386
final: 0.203 / 0.0856 / 0.000916
after global routing: 0.213 / 0.0302 / 0.00100
after CTS: 0.211 / 0.0173 / 0.000829
after detailed placement: 0.476 / 0.0677 / 0.000575
after global placement: 0.467 / 0.0767 / 0.000555
## placed cells by master (no fill, tap or decap)
master / count
sky130_fd_sc_hd__xnor2_1: 2
sky130_fd_sc_hd__clkbuf_1: 1
sky130_fd_sc_hd__dfrtp_1: 5
sky130_fd_sc_hd__nand4_1: 1
sky130_fd_sc_hd__clkbuf_4: 3
sky130_fd_sc_hd__nand2_1: 1
sky130_fd_sc_hd__ha_4: 1
sky130_fd_sc_hd__dlygate4sd2_1: 4
sky130_fd_sc_hd__buf_4: 4
sky130_fd_sc_hd__mux2_4: 1
sky130_fd_sc_hd__clkdlybuf4s50_1: 2
sky130_fd_sc_hd__buf_6: 1
sky130_fd_sc_hd__xor2_1: 1
## path summary, 6_finish.rpt
check / from / end / slack [ns] / depth (start not counted)
min reg2reg: inc_n / counter_out[0] / 0.53 / 1
max: counter_out[0] / counter[0] / 0.09 / 1
min in group clk0: inc / inc_n / 0.45 / 1
max in group asynchronous: reset_n / counter_out[1] / 0.81 / 1
min: reset_n / counter_out[3] / 0.20 / 1
max reg2reg: counter_out[0] / counter_out[1] / 0.10 / 3
## cell usage after synthesis
cell type	n
sky130_fd_sc_hd__ha_1	1
sky130_fd_sc_hd__dfrtp_1	5
sky130_fd_sc_hd__nand2_1	1
sky130_fd_sc_hd__mux2_2	1
sky130_fd_sc_hd__nand4_1	1
sky130_fd_sc_hd__xor2_1	1
sky130_fd_sc_hd__xnor2_1	2
## cell families (layout without fill, tap and decap cells)
kind of cell | Yosys count | after routing | share of synthesized area [%]
flops | 5 | 5 | 67.6
fa+ha+maj | 1 | 1 | 6.76
mux | 1 | 1 | 6.08
xor+xnor | 3 | 3 | 14.2
simple gates | 2 | 2 | 5.41
buf+inv | 0 | 15 | 0
## area by class of cell
cell class,count,area share [%]
clock buffers,4,6.89
multi-input cells,7,20.0
flip-flops and latches,5,32.8
well taps,46,15.1
repair buffers,11,25.2
Power figures rest on the tool's default switching activity, not on a simulated workload.
