### /design/flow/design.v
`timescale 1ns / 1ps
module BINARY_TO_BCD(
	input [9:0] binary,
	output reg [3:0] Hundreds,
	output reg[3:0] Tens,
	output reg[3:0] Ones
    );
integer i;
always @(binary)
begin
	Hundreds = 4'd0;
	Tens = 4'd0;
	Ones = 4'd0;
	for ( i = 9 ; i >=0;i=i-1)
	begin
		if (Hundreds >=5)
			Hundreds = Hundreds + 3;
		if (Tens >=5)
			Tens = Tens + 3;
		if (Ones >=5)
			Ones = Ones + 3;
		Hundreds = Hundreds <<1;
		Hundreds[0] = Tens[3];
		Tens = Tens <<1;
		Tens[0] = Ones[3];
		Ones = Ones <<1;
		Ones[0] = binary[i];
	end
end
endmodule
`timescale 1ns / 1ps
module ElbertV2_FPGA_Board(
	input[5:0] BTN,
	input clk,
	output[7:0] LED,
	output [7:0] SevenSegment,
	output [2:0] SevenSegment_Enable,
	output IO_P1_1,
	output IO_P1_3,
	inout IO_P1_5
	);
	wire rst_n;
	wire inc_n_btn;
	wire btn2_n;
	wire dht11_dat;
	reg [1:0] state_func;
	wire inc_n_debounced;
	wire btn2_n_debounced;
	wire btn6_debounced;
	wire select_onehot;
	wire rst_debounced;
	wire clk_div_1Hz;
	wire clk_div_1MHZ;
	wire clk_div_1kHZ;
	wire [9:0] counter_4bit_out;
	wire [9:0] counter_10bit_out;
	wire dummy;
	wire [9:0]humid;
	wire [9:0]temp;
	wire [3:0]status;
	wire [3:0] HUNDREDS;
	wire [3:0] TENS;
	wire [3:0] ONES;
	wire start_dht11_capture;
	reg auto_capture;
	reg [3:0] auto_capture_counter;
	reg auto_capture_start;
	reg auto_capture_rst_n;
	wire [3:0] data0a;
	wire [3:0] data1a;
	wire [3:0] data2a;
	wire [3:0] data0b;
	wire [3:0] data1b;
	wire [3:0] data2b;
	reg [3:0] LCD_3;
	reg [3:0] LCD_2;
	reg [3:0] LCD_1;
	wire dht11_start;
	wire rst_n_dht11;
	assign rst_n = BTN[4];
	assign inc_n_btn = ~BTN[0];
	assign btn2_n = ~BTN[1];
	assign LED[7] = counter_4bit_out[0];
	assign LED[6] = counter_4bit_out[1];
	assign LED[5] = btn2_n_debounced;
	assign LED[4] = inc_n_debounced;
	assign LED[3] = status[0];
	assign LED[2] = status[1];
	assign LED[1] = status[2];
	assign LED[0] = status[3];
	assign SevenSegment[0] = ~clk_div_1Hz;
	assign IO_P1_1 = 1'b0;
	assign IO_P1_3 = 1'b1;
	assign IO_P1_5 = dht11_dat;
	assign start_dht11_capture = auto_capture? auto_capture_start:btn2_n_debounced;
	assign rst_n_dht11 = btn6_debounced; 
	assign  humid[9:8] = 2'b0;
	assign  temp[9:8] = 2'b0;
	always@(posedge clk or negedge rst_debounced)
	begin
		if(~rst_debounced)
		begin
			state_func <=2'b0;
			auto_capture<=1'b0;
		end
		else
		begin
			if(select_onehot==1'b1)
				state_func <=state_func +1;
			case(counter_4bit_out[1:0])
			2'b0:
			begin
				LCD_1 <= ONES;
				LCD_2 <= TENS;
				LCD_3 <= HUNDREDS;
				auto_capture<=1'b0;
		end
			2'b1:
			begin
				LCD_1 <= data0a;
				LCD_2 <= data1a;
				LCD_3 <= data2a;
				auto_capture<=1'b0;
			end
			2'b10:
			begin
				LCD_1 <= data0b;
				LCD_2 <= data1b;
				LCD_3 <= data2b;
				auto_capture<=1'b0;
			end
			2'b11:
			begin
				LCD_1 <= data0a;
				LCD_2 <= data1a;
				LCD_3 <= data2a;
				auto_capture<=1'b1;
			end
		endcase
		end
	end
	always@(posedge clk_div_1Hz or negedge rst_n)
	begin
		if(~rst_n)
		begin
			auto_capture_counter<=4'b0;
			auto_capture_start<=1'b0;
		end
		else
		begin
			auto_capture_counter<=auto_capture_counter+1;
			if(auto_capture_counter[2:0] == 3'b111)
					auto_capture_start<=1'b1;
			else
				auto_capture_start<=1'b0;
		end
	end
	freqdiv freqdiv1(clk,rst_n,clk_div_1Hz,2'b01);
	freqdiv freqdiv2(clk,rst_n,clk_div_1MHZ,2'b00);
	freqdiv freqdiv3(clk,rst_n,clk_div_1kHZ,2'b10);
	debounce debounce_inc(clk_div_1kHZ,inc_n_btn,inc_n_debounced);
	debounce debounce_start(clk_div_1kHZ,btn2_n,btn2_n_debounced);
	debounce debounce_dht11_rst(clk_div_1kHZ,BTN[5],btn6_debounced);
	debounce debounce_rst(clk_div_1kHZ,rst_n,rst_debounced);
	new_counter theNewCounter(rst_n,inc_n_debounced,counter_4bit_out);
	new_counter the10bitCounter(rst_n,clk_div_1Hz,counter_10bit_out);
	mySevenSegment sevenSegementDec(clk,rst_debounced,LCD_1,LCD_2,LCD_3,SevenSegment[7:1],SevenSegment_Enable);
	BINARY_TO_BCD   theBinary2BCD(counter_10bit_out, HUNDREDS,TENS,ONES);
	BINARY_TO_BCD   theBinary2BCDhumid(humid, data2a,data1a,data0a);
	BINARY_TO_BCD   theBinary2BCDtemp(temp, data2b,data1b,data0b);
	dht11_driver dht11_driver(clk_div_1MHZ,rst_n_dht11,start_dht11_capture,dht11_dat,humid[7:0],temp[7:0],status);
endmodule
`timescale 1ns / 1ps
module debounce(
    input wire clock,
    input wire IN,
    output reg OUT
);
 parameter M = 8;
 reg [M-1:0]shift;
 always @ (posedge clock) 
 begin
   shift[M-1:0] <= {shift[M-2:0],IN};  
   if(~|shift)
     OUT <= 1'b0;
   else if(&shift)
     OUT <= 1'b1;
   else OUT <= OUT;
 end
 endmodule
`timescale 1ns / 1ps
module dht11_driver(
    input clk1mhz,
    input rst_n,
	 input start_signal,
    inout dht11_dat,
    output reg [7:0] output_temp,
    output reg[7:0] output_humidity,
	 output reg [3:0]status
    );
	 integer clock_count;
	 integer data_count;
	 integer global_count;
	 reg direction;
	 wire data_in;
	 reg data_out;
	 reg [39:0] data;
	 assign dht11_dat = direction ? 1'bz:data_out;
	 assign data_in = dht11_dat;
	 reg[3:0] state;
	 always@(posedge clk1mhz, negedge rst_n)
	 begin
		if (~rst_n)
		begin
			state<=4'b0;
			status <=4'b0;
			data<=40'b0;
			output_temp <= 8'b0;
			output_humidity <=8'b0;
			global_count<=0;
			clock_count <=0;
			data_count<=0;
		end
		else
		begin
			status<=state;
			clock_count<=clock_count+1;
			case( state)
			4'b0:
			begin
				clock_count<=0;
				data_count<=0;
				global_count<=0;
				direction <= 1'b0;
				data_out<=1'b1;
				if(start_signal==1'b0)
					state <=4'd1;
			end
			4'b1:
			begin
				if(start_signal==1'b1)
				begin
					state<=4'd2;
					clock_count<=0;
				end
			end
			4'd2:
			begin
				direction<=1'd0;
				data_out<=1'd0;
				if(clock_count==30000)
				begin
					state <=4'd3;
					clock_count<=0;
				end
			end
			4'd3:
			begin
				data_out<=1'd1;
				if (clock_count == 20)
				begin
					direction<=1'b1;
					data_out<=1'bz;
					state <=4'd4;
				end
			end
			4'd4:
			begin
				if(data_in == 1'b0)
					state <=4'd5;
			end
			4'd5:
			begin
				if(data_in == 1'b1)
					state <=4'd6;
			end
			4'd6:
			begin
			if(data_in == 1'b0)
					state <=4'd7;
			end
			4'd7:
			begin
				if(data_in == 1'b1)
					begin
						state<=4'd8;
						clock_count<=0;
					end
			end
			4'd8:
			begin
				global_count<=global_count+1;
				output_temp[0]<=data[23];
				output_temp[1]<=data[22];
				output_temp[2]<=data[21];
				output_temp[3]<=data[20];
				output_temp[4]<=data[19];
				output_temp[5]<=data[18];
				output_temp[6]<=data[17];
				output_temp[7]<=data[16];
				output_humidity[0]<=data[7];
				output_humidity[1]<=data[6];
				output_humidity[2]<=data[5];
				output_humidity[3]<=data[4];
				output_humidity[4]<=data[3];
				output_humidity[5]<=data[2];
				output_humidity[6]<=data[1];
				output_humidity[7]<=data[0];
				if (global_count>10000)  
				begin
					state<=4'd0;
				end
				else
				begin
					if(data_in == 1'b0)
					begin
						data_count <=data_count+1;
						if(clock_count>40)
						begin
							data[data_count] <= 1'b1;
						end
						else
						begin
							data[data_count] <= 1'b0;
						end
						if(data_count == 39)
						begin
							state<=4'd9;
						end
						else
						begin
							state<=4'd7;
						end
						clock_count <=0;
					end
				end
			end
			4'd9:
			begin
				if(start_signal==1'b1)
					state <=4'd10;
			end
			4'd10:
			begin
				if(start_signal==1'b0)
					state <=4'd0;
			end
			endcase
		end
	end
endmodule
`timescale 1ns / 1ps
module freqdiv(
input clk,
input rst_n,
output clk_out,
input [1:0] select
);
reg [23:0]counter;
reg out_clk_reg;
reg [23:0]divider;
assign clk_out=out_clk_reg;
always@(posedge clk or negedge rst_n)
begin
	if(~rst_n) begin
		counter<=24'd0;
		out_clk_reg<=1'b0;
	end
	else 
	begin
		case(select)
		2'b0:
		begin
			divider <= 24'd5;
		end
		2'b1:
		begin
			divider <= 24'd5999999;
		end
		2'b10:
		begin
			divider <= 24'd5999;
		end
		2'b11:
		begin
			divider <= 24'd5;
		end
		endcase
		if(counter==divider) 
		begin
			counter<=24'd000000;
			out_clk_reg<=~out_clk_reg;
		end
		else
		begin
			counter<=counter+1;
		end
	end
end
endmodule
`timescale 1ns / 1ps
module mySevenSegment(
	input clk,
	input rst_n,
    input [3:0] inp0,
	 input [3:0] inp1,
	 input [3:0] inp2,
    output [6:0] out_wire,
	 output reg [2:0] output_select
    );
	 reg [6:0] out;
	 integer output_select_loop;
	 reg[3:0] inp;
	 integer counter;
	 assign out_wire = ~out;
	 always @(posedge clk or negedge rst_n)
	 begin
		if (~rst_n)
		begin
			out <= 7'b0;
			output_select<=3'b110;
			counter<=0;
		end
		else
		begin
			counter<= counter + 1;
			if (counter == 1000)
			begin
				counter <= 0;
				case(output_select)
				3'b110:
				begin
					output_select<= 3'b101;
					inp<= inp1;
				end
				3'b101:
				begin
					output_select<= 3'b011;
					inp<= inp2;
				end
				3'b011:
				begin
					output_select<= 3'b110;
					inp<= inp0;
				end
				endcase
			end
			case (inp)
						4'd0:out <= 7'b1111110;
						4'd1:out <= 7'b0110000;
						4'd2:out <= 7'b1101101;
						4'd3:out <= 7'b1111001;
						4'd4:out <= 7'b0110011;
						4'd5:out <= 7'b1011011;
						4'd6:out <= 7'b1011111;
						4'd7:out <= 7'b1110000;
						4'd8:out <= 7'b1111111;
						4'd9:out <= 7'b1111011;
			endcase
		end
	end
endmodule
`timescale 1ns / 1ps
module new_counter(
input rst_n,
input inc,
output [9:0]counter
    );
reg [9:0]counter_reg;
assign counter = counter_reg;
always@(posedge inc or negedge rst_n)
begin
	if(~rst_n)
		counter_reg<=10'b0000;
	else
		counter_reg <= counter_reg  + 1;
end
endmodule
### /design/flow/run.sh
#!/bin/bash
# OpenROAD 26Q1-2900-gdf79404cd8, Yosys 0.63+post, stock flow scripts
make -C /OpenROAD-flow-scripts/flow DESIGN_CONFIG=/design/flow/config.mk WORK_HOME=/design/flow/orfs finish
### /design/flow/config.mk
export PLATFORM = sky130hd
export DESIGN_NAME = ElbertV2_FPGA_Board
export DESIGN_NICKNAME = ElbertV2_FPGA_Board
export VERILOG_FILES = /design/flow/design.v
export SDC_FILE = /design/flow/constraint.sdc
export NUM_CORES = 4
export LEC_CHECK = 1
export CORE_UTILIZATION = 40
### /design/flow/constraint.sdc
current_design ElbertV2_FPGA_Board

set clk_period 7.6
set clk_io_pct 0.2

create_clock -name clk0 -period $clk_period [get_ports {clk}]

set non_clock_inputs [all_inputs -no_clocks]
set_input_delay [expr $clk_period * $clk_io_pct] -clock clk0 $non_clock_inputs
set_output_delay [expr $clk_period * $clk_io_pct] -clock clk0 [all_outputs]
==> reports/results.tsv <==
stage	metric	value	unit
placed_design	gp_congestion	0.8546	
floorplanning	num_io_pins	29	
cts	cts_max_level	4	
cts	cts-buffers-inserted	17	
cts	post_cts_buffers	0	
logic_synthesis	ys_cells	1977	
logic_synthesis	synth_chip_area	18260	sq um
logic_synthesis	ys_warn_count	9	
floorplanning	fp_util	0.4092	
cts	hold_buffers	0	
floorplanning	rows	77	
logic_synthesis	yosys-top-cells-count	268 x dfrtp_1, 218 x nor2_1, 202 x nand2_1	
sta	untimed_endpoints	224	
run_status	status	did not finish	
placed_design	dp.cells	2535	
logic_synthesis	async_flop_share	0.8359	
floorplanning	die_h	215.6	microns
logic_synthesis	ff_type	dfrtp_1	
logic_synthesis	synth_flops	323	
logic_synthesis	syn_inst	1977	
logic_synthesis	synthDistinctLibCells	90	
logic_synthesis	synth-edff-count	17	
placed_design	port_buffers	23	
cts	cts_root_buf	clkbuf_16	
run_status	lastStage	4_1_cts	
placed_design	pre_cts_ws	4870	ps
cts	cts_buffer_depth	2	
placed_design	hpwl	24.13	mm
run_status	firstError	[error] [KeplerFormal.cpp:679] Workflow failed: Iso has multiple drivers: .IO_P1_50, IO_P1_5$_DFFE_PP_.Q0	
cts	cts_resized	0	
sta	unclocked_regs	189	
logic_synthesis	ys_seq_share	0.4377	
logic_synthesis	synth_area_leader_cell	dfrtp_1	
logic_synthesis	most_common_cell	dfrtp_1	
logic_synthesis	topCellsByArea	dfrtp_1 37%, xnor2_1 6.2%, ha_1 5.4%	
floorplanning	dieWidth	215.6	microns
logic_synthesis	syn_avg_cell_area	9.234	sq um
logic_synthesis	syn_area	18260	sq um
logic_synthesis	netlist.area_leader.share	0.3674	
[stage by stage]
step                instance area [sq um]  power, mW
floorplan                           18260     0.7384
detailed placement                  19070     0.7498
global placement                    19070     0.7498
[logic make-up after synthesis]
group	Yosys count	share of synthesized area
buf+inv	168	0.03646
simple gates	835	0.2264
compound gates	295	0.1058
mux	56	0.03358
fa+ha+maj	80	0.05470
flops	323	0.4377
other cells	2	0.0004114
xor+xnor	218	0.1050
Power and IR drop assume default switching activity.
